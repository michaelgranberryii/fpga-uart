$ cat flow/design.v
module baud_gen
   #(
      parameter N = 11
   )
   (
    input  logic clk, 
    input  logic rst,
    input  logic [(N-1):0] dvsr,
    output logic tick
   );
   logic [(N-1):0] r_reg;
   logic [(N-1):0] r_next;
   always_ff @(posedge clk, posedge rst) begin
      if (rst) begin
         r_reg <= 0;
      end
      else begin
         r_reg <= r_next;
      end
   end
   assign r_next = (r_reg==dvsr) ? 0 : r_reg + 1;
   assign tick = (r_reg==1);
endmodule
module fifo
   #(
    parameter DATA_WIDTH=8,  
              ADDR_WIDTH=2   
   )
   (
    input  logic clk, rst,
    input  logic rd, wr,
    input  logic [DATA_WIDTH-1:0] w_data,
    output logic empty, full,
    output logic [DATA_WIDTH-1:0] r_data
   );
   logic [ADDR_WIDTH-1:0] w_addr, r_addr;
   logic wr_en, full_tmp;
   assign wr_en = wr & ~full_tmp;
   assign full = full_tmp;
   fifo_ctrl #(.ADDR_WIDTH(ADDR_WIDTH)) c_unit
      (.*, .full(full_tmp));
   reg_file #(.DATA_WIDTH(DATA_WIDTH), .ADDR_WIDTH(ADDR_WIDTH)) f_unit 
      (.*);
endmodule
module fifo_ctrl
   #(
    parameter ADDR_WIDTH=4   
   )
   (
    input  logic clk, rst,
    input  logic rd, wr,
    output logic empty, full,
    output logic [ADDR_WIDTH-1:0] w_addr,
    output logic [ADDR_WIDTH-1:0] r_addr
   );
   logic [ADDR_WIDTH-1:0] w_ptr_logic, w_ptr_next, w_ptr_succ;
   logic [ADDR_WIDTH-1:0] r_ptr_logic, r_ptr_next, r_ptr_succ;
   logic full_logic, empty_logic, full_next, empty_next;
   always_ff @(posedge clk, posedge rst)
      if (rst)
         begin
            w_ptr_logic <= 0;
            r_ptr_logic <= 0;
            full_logic <= 1'b0;
            empty_logic <= 1'b1;
         end
      else
         begin
            w_ptr_logic <= w_ptr_next;
            r_ptr_logic <= r_ptr_next;
            full_logic <= full_next;
            empty_logic <= empty_next;
         end
   always_comb 
   begin
      w_ptr_succ = w_ptr_logic + 1;
      r_ptr_succ = r_ptr_logic + 1;
      w_ptr_next = w_ptr_logic;
      r_ptr_next = r_ptr_logic;
      full_next = full_logic;
      empty_next = empty_logic;
      unique case ({wr, rd})
         2'b01:  
            if (~empty_logic)  
               begin
                  r_ptr_next = r_ptr_succ;
                  full_next = 1'b0;
                  if (r_ptr_succ==w_ptr_logic)
                     empty_next = 1'b1;
               end
         2'b10:  
            if (~full_logic)  
               begin
                  w_ptr_next = w_ptr_succ;
                  empty_next = 1'b0;
                  if (w_ptr_succ==r_ptr_logic)
                     full_next = 1'b1;
               end
         2'b11:  
            begin
               w_ptr_next = w_ptr_succ;
               r_ptr_next = r_ptr_succ;
            end
         default: ;   
      endcase
   end
   assign w_addr = w_ptr_logic;
   assign r_addr = r_ptr_logic;
   assign full = full_logic;
   assign empty = empty_logic;
endmodule
module reg_file
   #(
    parameter DATA_WIDTH = 8,  
              ADDR_WIDTH = 2   
   )
   (
    input  logic clk,
    input  logic wr_en,
    input  logic [ADDR_WIDTH-1:0] w_addr, r_addr,
    input  logic [DATA_WIDTH-1:0] w_data,
    output logic [DATA_WIDTH-1:0] r_data
   );
   logic [DATA_WIDTH-1:0] array_reg [0:2**ADDR_WIDTH-1];
   always_ff @(posedge clk)
      if (wr_en)
         array_reg[w_addr] <= w_data;
   assign r_data = array_reg[r_addr];
endmodule
module top_uart
   #(
        parameter FIFO_W = 0,   
        parameter N = 11,
        parameter DATA_WIDTH = 8
    )
   (
        input  logic clk,
        input  logic rst,
        output logic [3:0] led,
        output logic led_r,
        output logic led_g,
        output logic led_b,
        output logic tx,
        input  logic rx    
   );
   parameter [(N-1):0] dvsr = 68;
   logic wr_en;
   logic wr_uart;
   logic rd_uart;
   logic wr_dvsr;
   logic tx_full;
   logic rx_empty;
   logic [(DATA_WIDTH-1):0] r_data;
   logic [(DATA_WIDTH-1):0] w_data;
   logic [(N-1):0] dvsr_reg;
   uart #(.DBIT(8), .SB_TICK(16), .FIFO_W(FIFO_W)) uart_i
   (
        .clk(clk),
        .rst(rst),
        .rd_uart(rd_uart),
        .wr_uart(wr_uart),
        .dvsr(dvsr),
        .rx(rx),
        .w_data(w_data),
        .tx_full(tx_full),
        .rx_empty(rx_empty),
        .r_data(r_data),
        .tx(tx)   
   );
    assign led = r_data[3:0];
    assign wr_uart = 1'b1;
    assign rd_uart = 1'b1;
endmodule
module uart
   #(
    parameter DBIT = 8,       
              SB_TICK = 16,   
              FIFO_W = 0      
   )
   (
    input logic clk, rst,
    input logic rd_uart, wr_uart, rx,
    input logic [7:0] w_data,
    input logic [10:0] dvsr,
    output logic tx_full, rx_empty, tx,
    output logic [7:0] r_data
   );
   logic tick, rx_done_s_tick, tx_done_tick;
   logic tx_empty, tx_fifo_not_empty;
   logic [7:0] tx_fifo_out, rx_data_out;
   baud_gen baud_gen_unit (.*);
    uart_rx #(.DBIT(DBIT), .SB_TICK(SB_TICK)) uart_rx_unit
      (.*, .s_tick(tick), .dout(rx_data_out));
   uart_tx #(.DBIT(DBIT), .SB_TICK(SB_TICK)) uart_tx_unit
      (.*, .s_tick(tick), .tx_start(tx_fifo_not_empty), .din(tx_fifo_out));
   fifo #(.DATA_WIDTH(DBIT), .ADDR_WIDTH(FIFO_W)) fifo_rx_unit
      (.*, .rd(rd_uart), .wr(rx_done_tick), .w_data(rx_data_out),
       .empty(rx_empty), .full(), .r_data(r_data));
   fifo #(.DATA_WIDTH(DBIT), .ADDR_WIDTH(FIFO_W)) fifo_tx_unit
      (.*, .rd(tx_done_tick), .wr(wr_uart), .w_data(w_data), .empty(tx_empty),
       .full(tx_full), .r_data(tx_fifo_out));
   assign tx_fifo_not_empty = ~tx_empty;
endmodule
module uart_rx
   #(
    parameter DBIT = 8,      
              SB_TICK = 16   
   )
   (
    input  logic clk, rst,
    input  logic rx, s_tick,
    output logic rx_done_tick,
    output logic [7:0] dout
   );
   typedef enum {idle, start, data, stop} state_type;
   state_type state_reg, state_next;
   logic [3:0] s_reg, s_next;
   logic [2:0] n_reg, n_next;
   logic [7:0] b_reg, b_next;
   always_ff @(posedge clk, posedge rst)
      if (rst) begin
         state_reg <= idle;
         s_reg <= 0;
         n_reg <= 0;
         b_reg <= 0;
      end
      else begin
         state_reg <= state_next;
         s_reg <= s_next;
         n_reg <= n_next;
         b_reg <= b_next;
      end
   always_comb
   begin
      state_next = state_reg;
      rx_done_tick = 1'b0;
      s_next = s_reg;
      n_next = n_reg;
      b_next = b_reg;
      case (state_reg)
         idle: begin
            if (~rx) begin
               state_next = start;
               s_next = 0;
            end
         end
         start: begin
            if (s_tick) begin
               if (s_reg==7) begin
                  state_next = data;
                  s_next = 0;
                  n_next = 0;
               end
               else begin
                  s_next = s_reg + 1;
               end
            end
         end
         data: begin
            if (s_tick)
               if (s_reg==15) begin
                  s_next = 0;
                  b_next = {rx, b_reg[7:1]};
                  if (n_reg==(DBIT-1)) begin
                     state_next = stop;
                  end
                  else begin
                     n_next = n_reg + 1;
                  end
               end
               else begin
                  s_next = s_reg + 1;
               end
         end
         stop: begin
            if (s_tick) begin
               if (s_reg==(SB_TICK-1)) begin
                  state_next = idle;
                  rx_done_tick =1'b1;
               end
               else begin
                  s_next = s_reg + 1;
               end
            end
         end
      endcase
   end
   assign dout = b_reg;
endmodule
module uart_tx
   #(
    parameter DBIT = 8,      
              SB_TICK = 16   
   )
   (
    input  logic clk, rst,
    input  logic tx_start, s_tick,
    input  logic [7:0] din,
    output logic tx_done_tick,
    output logic tx
   );
   typedef enum {idle, start, data, stop} state_type;
   state_type state_reg, state_next;
   logic [3:0] s_reg, s_next;
   logic [2:0] n_reg, n_next;
   logic [7:0] b_reg, b_next;
   logic tx_reg, tx_next;
   always_ff @(posedge clk, posedge rst)
      if (rst) begin
         state_reg <= idle;
         s_reg <= 0;
         n_reg <= 0;
         b_reg <= 0;
         tx_reg <= 1'b1;
      end
      else begin
         state_reg <= state_next;
         s_reg <= s_next;
         n_reg <= n_next;
         b_reg <= b_next;
         tx_reg <= tx_next;
      end
   always_comb
   begin
      state_next = state_reg;
      tx_done_tick = 1'b0;
      s_next = s_reg;
      n_next = n_reg;
      b_next = b_reg;
      tx_next = tx_reg;
      case (state_reg)
         idle: begin
            tx_next = 1'b1;
            if (tx_start) begin
               state_next = start;
               s_next = 0;
               b_next = din;
            end
         end
         start: begin
            tx_next = 1'b0;
            if (s_tick)
               if (s_reg==15) begin
                  state_next = data;
                  s_next = 0;
                  n_next = 0;
               end
               else begin
                  s_next = s_reg + 1;
               end
         end
         data: begin
            tx_next = b_reg[0];
            if (s_tick)
               if (s_reg==15) begin
                  s_next = 0;
                  b_next = b_reg >> 1;
                  if (n_reg==(DBIT-1)) begin
                     state_next = stop ;
                  end
                  else begin
                     n_next = n_reg + 1;
                  end
               end
               else begin
                  s_next = s_reg + 1;
               end
         end
         stop: begin
            tx_next = 1'b1;
            if (s_tick) begin
               if (s_reg==(SB_TICK-1)) begin
                  state_next = idle;
                  tx_done_tick = 1'b1;
               end
               else begin
                 s_next = s_reg + 1;
               end
            end
         end
      endcase
   end
   assign tx = tx_reg;
endmodule
$ cat flow/run.sh
#!/bin/bash
# OpenROAD 26Q1-2900-gdf79404cd8, Yosys 0.63+post, stock flow scripts
make -C /OpenROAD-flow-scripts/flow DESIGN_CONFIG=/design/flow/config.mk WORK_HOME=/design/flow/orfs finish
$ cat flow/config.mk
export PLATFORM = sky130hd
export DESIGN_NAME = top_uart
export DESIGN_NICKNAME = top_uart
export VERILOG_FILES = /design/flow/design.v
export SDC_FILE = /design/flow/constraint.sdc
export NUM_CORES = 4
export LEC_CHECK = 1
export CORE_UTILIZATION = 30
$ cat flow/constraint.sdc
current_design top_uart

set clk_period 3.8
set clk_io_pct 0.2

create_clock -name clk0 -period $clk_period [get_ports {clk}]

set non_clock_inputs [all_inputs -no_clocks]
set_input_delay [expr $clk_period * $clk_io_pct] -clock clk0 $non_clock_inputs
set_output_delay [expr $clk_period * $clk_io_pct] -clock clk0 [all_outputs]
==> impl_metrics.yaml <==
# synthesis and place-and-route metrics
logic_synthesis:
  postSynth.asyncResetShare_pct: 92.3
  synth_flops: 52
  yosys_warnings: 17
  edf_count: 4
  avgSynthCellArea_um2: 11.2
  ff_type: "dfrtp_1"
  synthCells: 227
  yosys-stat-cells: 227
  yosysUniqueCellTypes: 50
  ys_seq_share_pct: 52.3
  syn_area_mm2: 0.00253
  yosys_area_mm2: 0.00253
final_timing:
  fmax_ghz: 0.412
  hold_slack_ps: 454
  setup_slack_ps: 1370
  post-route-min-period_ps: 2430
  setup_tns_ps: 0
  setup_violations: 0
  rsz0062_at_grt: "no"
  max_slew_margin_pct: 50.9
  final_hold_viol_count: 0
  worst_pin_slew_ps: 730
  finalClockPeriodUsage_pct: 63.9
  worst_clock_skew_ps: 7.55
  report.final.slew_viol_count: 0
grt:
  track_usage_pct: 10.1
  grt_pass1_vias: 1461
  antenna_found_initial: 0
  grt_max_degree: 26
  overflow: 0
  grt_pass1_wl_mm: 7.02
power:
  p_comb_share_pct: 1.4
  finalPower_mw: 0.954
  p_int_mw: 0.759
  seqPwrFrac_pct: 58.5
  p_leak_nw: 1.31
  p_switching_mw: 0.195
  swShare_pct: 20.4
  ir_drop_uv: 191
  power_density_mw_per_mm2: 339
  power_frac_clock_pct: 40.1
critical_path:
  setup.worst_path.end_class: "flop"
  worstPathRequired_ps: 4000
  path_max_fanout: 8
  cpLargestDelayFamily: "simple AND/OR/NAND/NOR gates"
  cpPeakStageDelay_ps: 610
  worst_setup_path_start_kind: "flop"
  worstSetupPathType: "flop to flop"
  critPathSlowestCell: "or4_4"
  path_buffers: 1
  crit_chain: "inv_1, ha_1, or3b_2, or4_4, nor2_8, mux2_2"
  cp.arrival_ps: 2620
cts:
  htree_levels: 2
  cts_resized: 0
  cts_tree: "yes"
  clk_path_buf_depth: 2
  cts_setup_buffers: 0
  cts_sinks: 52
  insertion_delay_ps: 300
  cts_hold_buf: 0
  cts-buffers-inserted: 5
  cts-root-buf: "clkbuf_8"
  clk_pin_slew_worst_paths_ps: 100
min_path:
  hp-class: "flop to flop"
drt:
  viasPerCell: 4.78
  drcViolationCount: 0
  drt_wl_total_mm: 4.05
  postRouteAntennaNets: 0
  drt_first_pass_iters: 4
  vias: 1624
  drt_iter0_drc: 74
  wire_per_inst_um: 11.9
  antenna_cells: 0
floorplan:
  dieArea_mm2: 0.00882
  ioPinCount: 11
  rows: 33
  die_w_um: 93.9
  die_h_um: 93.9
  core_area_mm2: 0.00822
  fp_util_pct: 30.9
final_layout:
  finalNonFillerCells: 340
  largest_reg_flops: 11
  stdcell_area_mm2: 0.00282
  layout_top_cell: "dfrtp_1"
  fin_util_pct: 34.3
  area_delta_synth_final_pct: 11.1
  drive_above_1_share_pct: 13.2
  mostFrequentLayoutCells: "44 x dfrtp_1, 20 x nand2_1, 12 x nand3_1, 12 x xnor2_1, 11 x mux2_2"
placed_design:
  place_ws_ps: 1370
  hpwl_mm: 2.92
  finalWeightedCongestion: 0.792
  io_buffers: 7
  dp.cells: 332
  placed_cell_area_mm2: 0.00270
run:
  warnings: 27
  drv_cap: 0
status:
  outcome: "finished, final reports clean"
==> layout make-up <==
cell class	instances	area, um2
timing repair buffer	8	77.6
multi-input combinational	157	1130
fill	796	5400
inverter	10	37.5
tap	105	131
clock inverter	3	46.3
sequential	52	1330
clock buffer	5	68.8
==> logic make-up after synthesis <==
kind of cell,count (synthesis),synth area share (%)
compound gates,46,13.0
xor+xnor,14,4.84
fa+ha+maj,9,4.44
buf+inv,20,3.45
flops,52,52.3
mux,13,5.68
other cells,1,0.148
simple gates,72,16.1
==> cells in the mapped netlist (3+ instances only) <==
| cell | number | area [um2] |
|---|---|---|
| dfrtp_1 | 44 | 1100 |
| nand2_1 | 20 | 75.1 |
| nand3_1 | 12 | 60.1 |
| xnor2_1 | 12 | 105 |
| mux2_2 | 11 | 124 |
| inv_1 | 10 | 37.5 |
| o21ai_0 | 10 | 50.1 |
| ha_1 | 9 | 113 |
| a21oi_1 | 7 | 35.0 |
| a22o_1 | 7 | 61.3 |
| nor3_1 | 7 | 35.0 |
| nor2_1 | 6 | 22.5 |
| a21o_1 | 5 | 37.5 |
| and3_1 | 5 | 31.3 |
| clkbuf_1 | 5 | 18.8 |
| dfstp_2 | 4 | 105 |
| edfxtp_1 | 4 | 120 |
| nor4_1 | 4 | 25.0 |
| and4_1 | 3 | 26.3 |
| buf_4 | 3 | 22.5 |
| or3_1 | 3 | 18.8 |
==> worst reg2reg max path: cells and delay by family (launching register included) <==
kind	cells	cell delay, ps
fa+ha+maj	1	150
flops	1	420
buf+inv	1	90
mux	1	350
simple gates	3	1310
==> per-layer routing <==
metal,share of wire [%],vias up,track usage [%]
li1,-,834,-
met1,53,773,16.3
met2,43,13,14.6
met3,2.6,4,2.14
met4,0.77,0,1.03
met5,0,-,0
==> power groups by stage <==
stage / Sequential, mW / Clock (mW) / Combinational, mW
CTS: 0.558 / 0.398 / 0.0142
global route: 0.558 / 0.415 / 0.0155
finish: 0.558 / 0.383 / 0.0129
==> worst paths after layout <==
path | startpoint | end | slack (ps) | depth (start not counted)
worst max-delay path | uart_i.baud_gen_unit.r_reg[1]$_DFF_PP0_ | uart_i.uart_rx_unit.b_reg[0]$_DFFE_PP0P_ | 1370 | 6
worst min-delay path | uart_i.uart_rx_unit.b_reg[0]$_DFFE_PP0P_ | uart_i.fifo_rx_unit.f_unit.array_reg[0][0]$_DFFE_PP_ | 450 | 0
worst max register to register | uart_i.baud_gen_unit.r_reg[1]$_DFF_PP0_ | uart_i.uart_rx_unit.b_reg[0]$_DFFE_PP0P_ | 1370 | 6
worst min register to register | uart_i.uart_rx_unit.b_reg[0]$_DFFE_PP0P_ | uart_i.fifo_rx_unit.f_unit.array_reg[0][0]$_DFFE_PP_ | 450 | 0
max in group asynchronous | rst | uart_i.uart_rx_unit.state_reg[0]$_DFF_PP1_ | 2270 | 3
min in group asynchronous | rst | uart_i.fifo_tx_unit.c_unit.r_ptr_logic[-1]$_DFFE_PP0P_ | 790 | 2
Power is estimated from default activity; no workload was simulated.
